`flow/config.mk`:
```
export PLATFORM = sky130hd
export DESIGN_NAME = LFSR_16_PUFTRNG
export DESIGN_NICKNAME = LFSR_16_PUFTRNG
export VERILOG_FILES = /design/flow/design.v
export SDC_FILE = /design/flow/constraint.sdc
export NUM_CORES = 4
export LEC_CHECK = 1
export CORE_AREA = 10 10 94 94
export DIE_AREA = 0 0 104 104
```
`flow/constraint.sdc`:
```
current_design LFSR_16_PUFTRNG

set clk_period 1.6
set clk_io_pct 0.2

create_clock -name clk0 -period $clk_period [get_ports {clk}]

set non_clock_inputs [all_inputs -no_clocks]
set_input_delay [expr $clk_period * $clk_io_pct] -clock clk0 $non_clock_inputs
set_output_delay [expr $clk_period * $clk_io_pct] -clock clk0 [all_outputs]
```
`flow/run.sh`:
```
#!/bin/bash
# OpenROAD 26Q1-2900-gdf79404cd8, Yosys 0.63+post, stock flow scripts
make -C /OpenROAD-flow-scripts/flow DESIGN_CONFIG=/design/flow/config.mk WORK_HOME=/design/flow/orfs finish
```
`flow/design.v`:
```
`timescale 1ns / 1ps
module LFSR_16_PUFTRNG(
    input clk,start_new,next_LFSR,
    input [15:0] C,
    output [15:0] R,
     output reg en
    );
reg start;
reg done;
reg [3:0] cnt;
assign F = R[15] ^ R[11] ^ R[1] ^ R[0];  
always @ (posedge clk)
begin
if(!start_new) 
   begin
     start <= 1'b0;
     en<=1'b0;
     cnt<=4'd1;
     done <= 1'b0;
    end
else 
 begin
      if(next_LFSR)
      begin
         start <= 1'b1;
         en<=1'b0;
         cnt<=4'd1;
         done <= 1'b0;
      end
else
begin
  if(cnt < 4'd12) 
    begin
        start <=1'b1;
        en<=1'b0;
        cnt <= cnt + 1'b1;
        done <= 1'b1;
    end
   else
    begin
        start <= 1'b1;
        en <= 1'b1;
        cnt <= 4'd15;
        done <= 1'b1;
    end
end
end
end
DFF_initial DFF0(clk,en,start,C[0],F,R[0]);
DFF_initial DFF1(clk,en,start,C[1],R[0],R[1]);
DFF_initial DFF2(clk,en,start,C[2],R[1],R[2]);
DFF_initial DFF3(clk,en,start,C[3],R[2],R[3]);
DFF_initial DFF4(clk,en,start,C[4],R[3],R[4]);
DFF_initial DFF5(clk,en,start,C[5],R[4],R[5]);
DFF_initial DFF6(clk,en,start,C[6],R[5],R[6]);
DFF_initial DFF7(clk,en,start,C[7],R[6],R[7]);
DFF_initial DFF8(clk,en,start,C[8],R[7],R[8]);
DFF_initial DFF9(clk,en,start,C[9],R[8],R[9]);
DFF_initial DFF10(clk,en,start,C[10],R[9],R[10]);
DFF_initial DFF11(clk,en,start,C[11],R[10],R[11]);
DFF_initial DFF12(clk,en,start,C[12],R[11],R[12]);
DFF_initial DFF13(clk,en,start,C[13],R[12],R[13]);
DFF_initial DFF14(clk,en,start,C[14],R[13],R[14]);
DFF_initial DFF15(clk,en,start,C[15],R[14],R[15]);
endmodule
module DFF_initial(
    input clk,en,start,
    input Di,D,
    output reg Q
    );
always @ (posedge clk)
begin
if(!en) begin
 if(!start) Q <=Di ;   
    else Q <=D ;    
end 
else 
begin
Q<=Q;
end
end
endmodule
```
==> impl_metrics.env <==
# physical design summary
export IMPL_track_usage_pct=4.18
export IMPL_grt_max_degree=17
export IMPL_slew_violations=0
export IMPL_area_leaders="edfxtp_1, dfxtp_1, buf_4"
export IMPL_die_area_um2=10800
export IMPL_max_freq_mhz=671
export IMPL_rsz0062_at_grt="false"
export IMPL_dp_slack_ps=320
export IMPL_cp_slowest_cell="clkdlybuf4s50_1"
export IMPL_cts_buffers=3
export IMPL_warnings=25
export IMPL_cp_required_ps=1280
export IMPL_clock_sinks=22
export IMPL_area_growth_pct=38.5
export IMPL_crit_path_end_kind="primary output"
export IMPL_max_stage_delay_ps=500
export IMPL_grt_pass1_wl_um=3610
export IMPL_synth_distinct_cells=16
export IMPL_core_util_floorplan_pct=15.5
export IMPL_period_minus_slack_ps=1490
export IMPL_status="completed"
export IMPL_ys_async_sr_fraction_pct=0
export IMPL_die_width_um=104
export IMPL_hpwl_um=1680
export IMPL_drt_iter0_markers=7
export IMPL_syn_inst=75
export IMPL_place_inst=191
export IMPL_num_rows=30
export IMPL_ant_nets=0
export IMPL_hold_class="flop to flop"
export IMPL_syn_area_per_cell_um2=14.1
export IMPL_clock_latency_ps=260
export IMPL_crit_arrival_ps=1170
export IMPL_finalClockSkew_ps=1.22
export IMPL_grt_pass1_vias=640
export IMPL_cts_resized=0
export IMPL_max_vdd_ir_drop_uv=277
export IMPL_io_buffers=35
export IMPL_cts_tree="done"
export IMPL_drv_cap=0
export IMPL_largest_register_ffs=4
export IMPL_holdWs_ps=409
export IMPL_synth_chip_area_um2=1060
export IMPL_routed_wl_um=2190
export IMPL_yosysTopAreaCell="edfxtp_1"
export IMPL_slew_headroom_pct=83.9
export IMPL_drt_pass1_iter_count=4
export IMPL_grt_antenna_before_repair=0
export IMPL_final_setup_viol_count=0
export IMPL_flop_cell="edfxtp_1"
export IMPL_synth_area_um2=1060
export IMPL_cts_hold_fix_buffers=0
export IMPL_clockBufferDepth=2
export IMPL_htree_num_levels=1
export IMPL_remaining_drc_errors=0
export IMPL_finalCritPeriodShare_pct=93.2
export IMPL_synth_top_cell_area_share_pct=45.3
export IMPL_cp_start_kind="flop"
export IMPL_crit_fanout=3
export IMPL_drt_vias_per_instance=2.97
export IMPL_path_clk_slew_ps=80
export IMPL_crit_type="flop to primary output"
export IMPL_regMostFlops="cnt"
export IMPL_final_hold_viol_count=0
export IMPL_worst_slack_ps=109
export IMPL_layout_cells_non_filler=195
export IMPL_ys_ff=22
export IMPL_final_util_pct=21.5
export IMPL_core_region_area_um2=6830
export IMPL_postSynthSeqShare_pct=56.7
export IMPL_power_leakage_nw=0.532
export IMPL_cp_startpoint="DFF0.Q"
export IMPL_postCtsSetupBuffers=0
export IMPL_clockRootBuffer="clkbuf_8"
export IMPL_min_from="cnt[0]"
export IMPL_crit_chain="clkdlybuf4s50_1"
export IMPL_yosys_cells=75
export IMPL_ys_top_cells_by_count="buf_4, edfxtp_1, mux2_4"
export IMPL_ff2ff_setup_slack_ps=390
export IMPL_yosysWarningCount=3
export IMPL_grt_overflow_total=0
export IMPL_setup_tns_ps=0
export IMPL_io_pin_count=36
export IMPL_vias=579
export IMPL_cp_num_buf_inv=1
export IMPL_edf_count=16
export IMPL_wl_per_cell_um=11.2
export IMPL_drive_above_1_share_pct=22.2
export IMPL_cpLargestDelayFamily="buffers and inverters"
export IMPL_place_gp_congestion=0.675
export IMPL_power_density_nw_per_um2=984
export IMPL_r2r_start="start"
export IMPL_antenna_cells=0
export IMPL_die_h_um=104
export IMPL_worst_pin_slew_ps=241
==> report_power, final <==
| group | internal [mW] | switching (mW) |
|---|---|---|
| clock network | 0.271 | 0.186 |
| registers | 0.682 | 0.0405 |
| logic | 0.206 | 0.0580 |
==> layer usage <==
metal  vias up  wire (µm)  track usage, %
met5         -          0               0
met4         0          0           0.398
met3         0        244            2.32
met2        25        837            5.90
met1       258       1100            5.68
li1        296          -               -
==> area by class of cell <==
class	instances	area, µm²
clock buffer	4	66.3
timing repair buffer	38	373
fill	751	5360
multi-input combinational	34	304
inverter	1	3.75
tap	96	120
sequential	22	601
==> logic make-up (layout without fill, tap and decap cells) <==
group | Yosys count | in the layout | share of synthesized area (%)
xor gates and xnor gates | 3 | 3 | 2.48
adders and majority gates | 1 | 1 | 1.18
AOI/OAI and AO/OA | 4 | 4 | 2.01
DFF | 22 | 22 | 56.7
buffers and inverters | 19 | 43 | 14.6
and+or+nand+nor | 11 | 11 | 4.25
muxes | 15 | 15 | 18.8
==> through the flow <==
step / instance area (µm²) / total power [mW]
2_1_floorplan: 1060 / 0.903
3_3_place_gp: 1400 / 1.01
3_5_place_dp: 1400 / 1.01
4_1_cts: 1470 / 1.49
5_1_grt: 1470 / 1.54
6_report: 1470 / 1.44
==> layout by cell type (no fill, tap or decap), types with 3 or more instances in the layout <==
cell,synthesis,routed
a21oi_1,3,3
buf_4,16,3
clkbuf_8,0,3
clkdlybuf4s50_1,0,35
dfxtp_1,6,6
edfxtp_1,16,16
mux2_2,7,7
mux2_4,8,8
nand2_1,3,3
nor2_1,6,6
xnor2_1,3,3
==> final timing paths <==
| path | depth (start not counted) | end |
|---|---|---|
| max | 1 | R[0] |
| min | 1 | cnt[0] |
| max reg2reg | 2 | DFF11.Q |
| min reg2reg | 1 | cnt[0] |
Power figures rest on the tool's default switching activity, not on a simulated workload.
