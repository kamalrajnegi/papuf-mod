## ./config.mk

```make
export PLATFORM = sky130hd
export DESIGN_NAME = uart_rx_clk
export DESIGN_NICKNAME = uart_rx_clk
export VERILOG_FILES = /design/flow/design.v
export SDC_FILE = /design/flow/constraint.sdc
export NUM_CORES = 4
export LEC_CHECK = 1
export CORE_AREA = 10 10 96 96
export DIE_AREA = 0 0 106 106
```

## ./constraint.sdc

```tcl
current_design uart_rx_clk

set clk_period 7.4
set clk_io_pct 0.2

create_clock -name clk0 -period $clk_period [get_ports {clk}]

set non_clock_inputs [all_inputs -no_clocks]
set_input_delay [expr $clk_period * $clk_io_pct] -clock clk0 $non_clock_inputs
set_output_delay [expr $clk_period * $clk_io_pct] -clock clk0 [all_outputs]
```

## ./design.v

```verilog
module uart_rx_clk(
    input clk,
    output reg clk_out
    );
reg [31:0]count;
always @(posedge clk) begin
    if(count == 68)              
        count <= 0;
    else
        count <= count +1;
    clk_out <= (count < 34)?1:0;   
end
endmodule
module uart_tx_clk(
input clk,
output reg clk_out
    );
    reg [20:0]count;
    always @ (posedge clk)begin
    if(count == 1085)              
        count <= 0;
    else
        count <= count + 1;
    clk_out <= (count < 540)?1:0;  
    end
endmodule
```

## ./run.sh

```bash
#!/bin/bash
# OpenROAD 26Q1-2900-gdf79404cd8, Yosys 0.63+post, stock flow scripts
make -C /OpenROAD-flow-scripts/flow DESIGN_CONFIG=/design/flow/config.mk WORK_HOME=/design/flow/orfs finish
```

==> out/results.ini <==
[hold_path]
min_path_type=register to register

[place]
placed_cell_area_um2=1590
io_buffer_count=1
dpl.hpwl_mm=1.73
gp_congestion=0.811

[final_layout]
share_of_layout_cells_above_drive_strength_1_pct=9.21
flow.area_growth_from_synthesis_pct=16.3
post-route-util_pct=23.6
fillers=800
finalInstanceArea_um2=1700
lay_top_count=sky130_fd_sc_hd__dfxtp_1
lay_top_cells=sky130_fd_sc_hd__dfxtp_1 (33), sky130_fd_sc_hd__xnor2_1 (24), sky130_fd_sc_hd__nand3_1 (17), sky130_fd_sc_hd__nor2_1 (10), sky130_fd_sc_hd__nand4_1 (10)

[synth]
synth_area_um2=1460
synth-adder-area-share_pct=1.71
ys_warn_count=1
yosysTopAreaCell=sky130_fd_sc_hd__dfxtp_1
syn_area_per_cell_um2=10.2
ys_cells=144
numSynthFlops=33
syn-instance-count=144
simple_gate_area_share_pct=32.8
ys_sh_xor_pct=17.9
post_synth_ao_oa_area_fraction_pct=0.598
yosys-mux-area-fraction_pct=0
synth-seq-area-share_pct=45.1
area_of_the_synthesized_netlist_per_yosys_stat_um2=1460
netlist_top_cells_area=sky130_fd_sc_hd__dfxtp_1 (45%), sky130_fd_sc_hd__xnor2_1 (14%), sky130_fd_sc_hd__nand3_1 (5.8%), sky130_fd_sc_hd__nor4_4 (4.4%), sky130_fd_sc_hd__nand4_1 (4.3%)
synth_cell_types=25
yosysTopAreaCellShare_pct=45.1
topCombFamilyByArea=simple AND/OR/NAND/NOR gates

[setup_path]
worst_ep_arrival_time_ps=1050
worst_setup_start_kind=register
cp_slowest_stage_delay_ps=450
critical_path.max_fanout=1
timing_worst_setup_path_type=register to primary output
worst_path_max_delay_cell=sky130_fd_sc_hd__clkdlybuf4s50_1
crit_required_ps=5920
crit_family=buffers and inverters
cp_cell_sequence=clkdlybuf4s50_1
critical_path.endpoint_type=primary output
worst-path-buf-inv=1

[drt]
detail_route.wirelength_mm=2.36
vias_per_cell=4.00
first_pass_iters=5
antenna_cells_inserted=0
num_vias=1003
wl_per_cell_um=9.41
postRouteAntennaNets=0
total_drc_errors_in_the_routed_layout=0
dr.first_iter.drc_count=68

[floorplan]
fp_util_pct=20.3
row_count=31
floorplan.die_area_um2=11200
die-width_um=106
io_pins=2
die_y_um=106
core-area_um2=7210

[timing]
rsz0062_at_grt=no
timing.final.crit_period_ps=2530
timing.fmax_mhz=396
fin_setup_tns_ps=0
max_slew.worst_pin.slew_ps=449
timing.final.setup_violations=0
hold_violations=0
timing.final.crit_share_pct=34.1
hold_slack_ps=481
fin_skew_ps=7.91
timing.final.max_slew_violations=0
timing.slew.headroom_pct=69.3

[clock_network]
cts-root-to-sink-buffers=2
ctsHoldBuffers=0
clkSinkCount=33
clock.latency.late_pin_ps=280
cts_htree_levels=2
cts_buffers=5
postCtsResizedCells=0
worst_setup_hold_path_clk_slew_ps=60
post_cts_buffers=0
ctsRootBufferMaster=sky130_fd_sc_hd__clkbuf_8
tritoncts=yes

[global_routing]
grt.total_usage_pct=4.49
globalRouteOverflowTotal=0
number_of_global_route_vias_before_repair=953
grt_pass1_wl_mm=4.32
grt_max_degree=11
antenna_violations_before_repair=0

[power]
fraction_of_power_consumed_by_the_clock_network_pct=49.2
cellPowerDensity_nw_per_um2=205
total_switching_power_mw=0.0620
leakage_nw=0.558
power_frac_comb_pct=0
p_int_mw=0.287
p_sw_share_pct=17.8
proportion_of_power_drawn_by_flip_flops_and_latches_pct=50.8
max-vdd-ir-drop_uv=156

[flow_run]
max_cap_violations=0
log.warning_count=26

[outcome]
run_status=finished, final reports clean

layout make-up:
type                            instances  area, um^2  share of cell area [%]
Multi-Input combinational cell        106         777                    45.6
Clock buffer                            7        86.3                    5.07
Clock inverter                          1        30.0                    1.76
Timing Repair Buffer                    1        10.0                   0.588
Sequential cell                        33         661                    38.8
Tap cell                               99         124                    7.27
Inverter                                4        15.0                   0.882
cells by family (layout without fill, tap and decap cells):
family                     after synthesis  count (layout)
adders and majority gates                2               2
and+or+nand+nor                         73              73
DFF                                     33              33
xor gates and xnor gates                30              30
AOI/OAI and AO/OA                        1               1
buffers and inverters                    5              13
worst register-to-register path: stages (launching register included):
cell	delay (ps)
sky130_fd_sc_hd__dfxtp_1	400
sky130_fd_sc_hd__ha_1	260
sky130_fd_sc_hd__nand3_1	180
sky130_fd_sc_hd__nor4_4	480
sky130_fd_sc_hd__nand4_1	170
sky130_fd_sc_hd__xnor2_1	160
power by group through the flow:
stage	registers [mW]	logic [mW]	clock network, mW
finish	0.178	0.000000234	0.172
global route	0.177	0.000000234	0.186
CTS	0.178	0.000000234	0.178
state kept, by name (all words and copies together) (netlist names):
name	count
clk_out	1
count	32
final timing paths:
| check | from | to | slack [ps] | cells after the start |
|---|---|---|---|---|
| max | clk_out | clk_out | 4870 | 1 |
| min | count[0] | count[0] | 480 | 1 |
| max reg2reg | count[0] | count[30] | 5640 | 5 |
| min reg2reg | count[0] | count[0] | 480 | 1 |
stage by stage:
step / std cells / setup WS [ps] / total power, mW
floorplan: 144 / 5660 / 0.182
global placement: 243 / 5160 / 0.182
detailed placement: 243 / 5170 / 0.182
CTS: 251 / 4850 / 0.355
global route: 251 / 4820 / 0.363
finish: 251 / 4870 / 0.349
cell usage after synthesis:
master	n
sky130_fd_sc_hd__or4_1	1
sky130_fd_sc_hd__and4_1	1
sky130_fd_sc_hd__or3_1	1
sky130_fd_sc_hd__nor2_1	10
sky130_fd_sc_hd__and3_1	5
sky130_fd_sc_hd__nor3_1	5
sky130_fd_sc_hd__a2111oi_0	1
sky130_fd_sc_hd__buf_6	1
sky130_fd_sc_hd__nor4_1	5
sky130_fd_sc_hd__inv_1	4
sky130_fd_sc_hd__and2_1	2
sky130_fd_sc_hd__nand4b_1	1
sky130_fd_sc_hd__xnor2_1	24
sky130_fd_sc_hd__nand4_2	1
sky130_fd_sc_hd__nand4_4	1
sky130_fd_sc_hd__ha_1	2
sky130_fd_sc_hd__nand2_1	7
sky130_fd_sc_hd__nand4_1	10
sky130_fd_sc_hd__dfxtp_1	33
sky130_fd_sc_hd__nor4_4	3
sky130_fd_sc_hd__xor2_1	6
sky130_fd_sc_hd__nor2b_1	1
sky130_fd_sc_hd__nor3_2	1
sky130_fd_sc_hd__nand3_1	17
sky130_fd_sc_hd__nor4b_4	1
routing by layer:
layer | vias up | wire length, um | share of wire, % | global-route usage, %
met5 | - | 0 | 0 | 0
met4 | 0 | 40 | 1.7 | 0.774
met3 | 6 | 133 | 5.6 | 1.96
met2 | 13 | 955 | 40 | 6.63
met1 | 455 | 1230 | 52 | 6.03
li1 | 529 | - | - | -
Power and IR drop assume default switching activity.
